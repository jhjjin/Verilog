==> design/flow/design.v <==
`timescale 1ns / 1ps
module SongPlayer( input clock, input reset, input playSound, output reg
audioOut, output wire aud_sd);
reg [19:0] counter;
reg [31:0] time1, noteTime;
reg [9:0] msec, number;  
    wire [4:0] note, duration;
    wire [19:0] notePeriod;
    parameter clockFrequency = 100_000_000;
    assign aud_sd = 1'b1;
    MusicSheet mysong(number, notePeriod, duration );
    always @ (posedge clock)
    begin
    if(reset | ~playSound)
    begin
    counter <=0;
    time1<=0;
    number <=0;
    audioOut <=1;
    end
    else
    begin
    counter <= counter + 1;
    time1<= time1+1;
    if( counter >= notePeriod)
    begin
    counter <=0;
    audioOut <= ~audioOut ;
    end  
    if( time1 >= noteTime)
    begin
    time1 <=0;
    number <= number + 1;
    end  
    if(number == 48) number <=0;  
        end
    end
always @(duration) noteTime = duration * (clockFrequency/8);
endmodule
module MusicSheet( input [9:0] number,
    output reg [19:0] note, 
    output reg [4:0] duration);
    parameter QUARTER = 5'b00010;
    parameter HALF = 5'b00100;
    parameter ONE = 2* HALF;
    parameter TWO = 2* ONE;
    parameter FOUR = 2* TWO;
    parameter C4=95556.62, D4=85131.02, E4 = 75843.76, F4=7159.775, G4 = 63776.32,C5 = 19113.2, SP = 1;
    always @ (number) begin
    case(number)  
    0: begin note = C4; duration = HALF; end  
    1: begin note = SP; duration = HALF; end  
    2: begin note = C4; duration = HALF; end  
    3: begin note = SP; duration = HALF; end  
    4: begin note = C4; duration = HALF; end  
    5: begin note = SP; duration = HALF; end  
    6: begin note = D4; duration = HALF; end  
    7: begin note = E4; duration = HALF; end  
    8: begin note = SP; duration = HALF; end  
    9: begin note = E4; duration = HALF; end  
    10: begin note = SP; duration = HALF; end  
    11: begin note = D4; duration = HALF; end  
    12: begin note = E4; duration = HALF; end  
    13: begin note = SP; duration = HALF; end  
    14: begin note = F4; duration = HALF; end  
    15: begin note = G4; duration = HALF; end  
    16: begin note = SP; duration = HALF; end  
    17: begin note = C5; duration = HALF; end  
    18: begin note = SP; duration = QUARTER; end  
    19: begin note = C5; duration = HALF; end  
    20: begin note = SP; duration = QUARTER; end  
    21: begin note = C5; duration = HALF; end  
    22: begin note = SP; duration = QUARTER; end  
    23: begin note = G4; duration = HALF; end  
    24: begin note = SP; duration = QUARTER; end  
    25: begin note = G4; duration = HALF; end  
    26: begin note = SP; duration = QUARTER; end  
    27: begin note = G4; duration = HALF; end  
    28: begin note = SP; duration = QUARTER; end  
    29: begin note = E4; duration = HALF; end  
    30: begin note = SP; duration = QUARTER; end  
    31: begin note = E4; duration = HALF; end  
    32: begin note = SP; duration = QUARTER; end  
    33: begin note = E4; duration = HALF; end  
    34: begin note = SP; duration = QUARTER; end  
    35: begin note = C4; duration = HALF; end  
    36: begin note = SP; duration = QUARTER; end  
    37: begin note = C4; duration = HALF; end  
    38: begin note = SP; duration = QUARTER; end  
    39: begin note = C4; duration = HALF; end  
    40: begin note = SP; duration = QUARTER; end  
    41: begin note = G4; duration = ONE; end  
    42: begin note = SP; duration = HALF; end  
    43: begin note = F4; duration = HALF; end  
    44: begin note = E4; duration = HALF; end  
    45: begin note = SP; duration = HALF; end  
    46: begin note = D4; duration = HALF; end  
    47: begin note = C4; duration = HALF; end  
    default: begin note = C4; duration = FOUR; end
    endcase
end
endmodule
==> design/flow/run.sh <==
#!/bin/bash
# OpenROAD 26Q1-2900-gdf79404cd8, Yosys 0.63+post, stock flow scripts
make -C /OpenROAD-flow-scripts/flow DESIGN_CONFIG=/design/flow/config.mk WORK_HOME=/design/flow/orfs finish
==> design/flow/config.mk <==
export PLATFORM = sky130hd
export DESIGN_NAME = SongPlayer
export DESIGN_NICKNAME = SongPlayer
export VERILOG_FILES = /design/flow/design.v
export SDC_FILE = /design/flow/constraint.sdc
export NUM_CORES = 4
export LEC_CHECK = 1
export CORE_UTILIZATION = 30
==> design/flow/constraint.sdc <==
current_design SongPlayer

set clk_period 10.8
set clk_io_pct 0.2

create_clock -name clk0 -period $clk_period [get_ports {clock}]

set non_clock_inputs [all_inputs -no_clocks]
set_input_delay [expr $clk_period * $clk_io_pct] -clock clk0 $non_clock_inputs
set_output_delay [expr $clk_period * $clk_io_pct] -clock clk0 [all_outputs]
==> impl_metrics.toml <==
# physical design summary
[outcome]
status = "finished, final reports clean"

[layout]
final_cell_area_um2 = 5900
logic_area_um2 = 3540
drive_gt1_frac = 0.0521
syn_to_final_growth_pct = 9.94
num-fill-cells = 1742
regArea_um2 = 1620

[clocking]
clock_sinks = 81
clk_latency_ns = 0.34
cts_tree = "built"
ctsResizeCount = 0
cts_buffers = 9
clk_pin_slew_ns = 0.06
post_cts_buffers = 0
h-tree-depth = 3
holdBufCountCts = 0
cts_root_buffer = "clkbuf_16"
cts_buffer_depth = 2

[synthesis]
yosys_warnings = 30
ys_async_sr_fraction = 0
synth_seq_share = 0.302
synth_area_um2 = 5360
syn_avg_cell_area_um2 = 8.30
synth.area.top_cells = "dfxtp_1, ha_1, nor2_1, xor2_1, xnor2_1"
ys_cells = 646
yosysUniqueCellTypes = 70
top_cell_area_share = 0.302
edf_count = 0
yosys.area.top_type = "dfxtp_1"
netlist_instances = 646
ys_ff = 81
ff_type = "dfxtp_1"
ys_chip_area_um2 = 5360

[route]
drtIter0Drc = 336
insertedDiodeCount = 0
via_per_inst = 4.93
vias = 4327
drc_errors = 0
antenna_left = 0
wl_per_cell_um = 12.8
wl_mm = 11.2
drtPass1Iterations = 5

[power_and_ir_drop]
ir_drop_uv = 52.9
p_total_uw = 608
powerDensity_nw_per_um2 = 103
p_leak_uw = 0.00244

[die]
num_io_pins = 5
die_x_um = 136
coreArea_um2 = 17400
fp.dieH_um = 136
dieArea_um2 = 18400
initCoreUtil = 0.309
std_cell_rows = 48

[setup_path]
critPathBufInv = 3
cp_slowest_cell = "or4_4"
critPathMostFrequentCell = "ha_1"
worstPathMaxFanout = 14
crit_family = "simple AND/OR/NAND/NOR gates"
crit_required_ns = 11.07
cp.arrival_ns = 7.80
end_kind = "register"
crit_type = "register to register"
critPathMaxStageDelay_ns = 0.57
cp-start-kind = "register"

[job]
warnings = 31
cap_violations = 0

[sta]
timing.setup.tns_ns = 0
max_freq_mhz = 133
rsz0062_at_grt = "no"
period_used_share = 0.697
skew_ns = 0.00844
fin_crit_ns = 7.53
maxSlewHeadroom = 0.479
slew_violations = 0
worstMarginPinSlew_ns = 0.772
setup_viol = 0
finalHoldViolations = 0

[placement]
gp_congestion = 0.929
placed_area_um2 = 5630
dp_hpwl_mm = 8.42
portBuffers = 3

[grt]
grt_max_degree = 29
grt_pass1_wl_mm = 18.9
grt_pass1_vias = 3837
grtUsageTotal = 0.128
antenna_found_initial = 0
grt-ovfl-total = 0

[worst_hold_path]
hold_class = "register to register"
-- routing by layer --
layer	routed length (um)	GRT usage	vias to the layer above
li1	-	-	2286
met1	5920	0.207	1912
met2	4570	0.183	114
met3	537	0.0122	15
met4	203	0.0250	0
met5	0	0	-
-- per-stage QoR --
step                instances  setup WS [ns]  utilization  hold slack (ns)
floorplan                 650           3.55            -            0.417
global placement          862           3.50        0.324            0.429
detailed placement        862           3.28        0.324            0.438
CTS                       878           3.27        0.340            0.453
global route              878           2.56        0.340            0.485
finish                    878           3.27        0.340            0.450
-- power by group --
part	switching (uW)	internal (uW)	leakage, uW
combinational	15.0	9.53	0.00166
clock	124	155	0.000122
sequential	1.93	302	0.000657
total	141	467	0.00244
-- path summary, 6_finish.rpt --
check | cells past startpoint | endpoint | slack [ns] | start
max | 30 | register | 3.27 | number[6]
max reg2reg | 30 | register | 3.27 | number[6]
min | 1 | time1[0] | 0.45 | time1[0]
min reg2reg | 1 | time1[0] | 0.45 | time1[0]
-- logic make-up (layout without fill, tap and decap cells) --
logic type                 count (synthesis)  count (layout)  share of synthesized area
DFF                                       81              81                      0.302
and+or+nand+nor                          260             260                      0.235
AOI/OAI and AO/OA                        115             115                      0.147
xor gates and xnor gates                  58              58                     0.0947
other                                      2               6                    0.00140
adders and majority gates                 66              66                      0.155
buffers and inverters                     55              58                     0.0422
muxes                                      9               9                     0.0219
-- cells in the final DEF, fill, tap and decap left out, types with 5 or more instances in the layout --
cell / count
o211ai_1: 5
conb_1: 6
and4_1: 5
nor2b_1: 9
a31oi_1: 9
ha_1: 65
clkbuf_16: 9
nand2_1: 54
o21ai_0: 15
o22ai_1: 8
xor2_1: 34
nand3_1: 29
nor2_1: 93
and3_1: 15
nor3_1: 12
xnor2_1: 24
and2_1: 6
nand4_1: 15
inv_1: 32
o21a_1: 5
a21oi_1: 26
nand2b_1: 5
a21o_1: 11
mux2i_1: 5
dfxtp_1: 81
-- worst reg2reg max path: cells and delay by family (launching register included) --
kind                     cells  cell delay, ns
XOR/XNOR                     1            0.14
buffers and inverters        3            0.67
flip-flops                   1            0.36
AND/OR/NAND/NOR              8            2.04
AND-OR/OR-AND               11            1.91
adder cells (fa/ha/maj)      5            1.55
multiplexers                 2            0.77
-- synthesized netlist by cell type (3+ instances only) --
cell	instances
o22ai_1	8
nand2_1	54
nand2b_1	5
and3_1	15
nor3_1	12
a31oi_1	9
buf_2	4
a21oi_1	26
inv_1	32
o21ai_0	15
xnor2_1	24
nor2_1	93
and2_1	6
nor4_1	5
a21o_1	11
o21a_1	5
mux2i_1	5
inv_2	3
nand3_1	29
nand4_1	15
o2111ai_1	3
ha_1	65
o211a_1	3
o211ai_1	5
clkbuf_1	13
dfxtp_1	81
xor2_1	34
nor2b_1	9
and4_1	5
-- cell type report --
class	count	area share
clock buffers	11	0.0395
clock inverters	5	0.00552
inverters	35	0.0223
multi-input cells	514	0.600
flip-flops and latches	81	0.275
well taps	225	0.0478
repair buffers	7	0.0102
Power figures rest on the tool's default switching activity, not on a simulated workload.
