==> ./design.v <==
`timescale 1ns / 1ps
module overflow (carryin, X, Y, S, carryout, overflow);
  parameter n = 8;  
  input carryin;
  input [n-1:0] X, Y;
  output reg [n-1:0] S;
  output reg carryout, overflow;
  always @(X, Y, carryin)
  begin
  S = X + Y + carryin;
  carryout = (X[n-1] & Y[n-1]) | (X[n-1] & ~S[n-1]) | (Y[n-1] & ~S[n-1]);
  overflow = (X[n-1] & Y[n-1] & ~S[n-1]) | (~X[n-1] & ~Y[n-1] & S[n-1]);
  end
  endmodule
`timescale 1ns / 1ps
module sim_overflow;
  parameter n = 8;  
  reg carryin;
  reg [n-1:0] X, Y;
  wire [n-1:0] S;
  wire carryout, overflow;
 overflow uut(carryin, X, Y, S, carryout, overflow);
 initial 
 begin
 carryin =0;
  X =0;
  Y = 0;
  #1 X = 64; Y = 64;
  #1 X= 127; Y = -1;
  #1 X = -128; Y = 2;
  #1 X= -63; Y = -65;
 end 
endmodule
==> ./run.sh <==
#!/bin/bash
# OpenROAD 26Q1-2900-gdf79404cd8, Yosys 0.63+post, stock flow scripts
make -C /OpenROAD-flow-scripts/flow DESIGN_CONFIG=/design/flow/config.mk WORK_HOME=/design/flow/orfs finish
==> ./config.mk <==
export PLATFORM = sky130hd
export DESIGN_NAME = overflow
export DESIGN_NICKNAME = overflow
export VERILOG_FILES = /design/flow/design.v
export SDC_FILE = /design/flow/constraint.sdc
export NUM_CORES = 4
export LEC_CHECK = 1
export CORE_AREA = 10 10 70 70
export DIE_AREA = 0 0 80 80
==> ./constraint.sdc <==
current_design overflow

set clk_period 8.0
set clk_io_pct 0.2

create_clock -name clk0 -period $clk_period

set non_clock_inputs [all_inputs -no_clocks]
set_input_delay [expr $clk_period * $clk_io_pct] -clock clk0 $non_clock_inputs
set_output_delay [expr $clk_period * $clk_io_pct] -clock clk0 [all_outputs]
==> Slide: Implementation Results <==
Flow Results at a Glance

Logic synthesis
  • YS warnings: 1
  • # Cells Yosys: roughly 40
  • Yosys chip area: 342 um^2
  • Synth cell count leaders: 9 x inv_1, 8 x ha_1, 3 x a21oi_1, 3 x fa_1, 3 x xnor2_1
  • Share of the synthesized area in the top cell type: between 20 and 30%
  • Count leader, synth: inv_1
  • Cells after synthesis: about 40
  • Cell taking the most area after synthesis: ha_1
  • Top cells by area: ha_1 29%, fa_1 18%, inv_1 9.9%, xnor2_1 7.7%, xor2_1 5.1%
  • Post-synth seq share: 0%
  • Yosys cell types: 17
  • Syn Area/Cell: 8.54 um^2
  • Mapped Area: 342 um^2

Floorplan
  • I/O pin total: 27
  • Core Area: between 3000 and 4000 um^2
  • Num rows: 21
  • Chip area: 6400 um^2
  • Chip height: 80 um
  • Die width: 80 um
  • Floorplan utilization: between 10% and 20%

Final timing
  • Setup_tns: 0 ns
  • Post-route clock period utilization: ~76%
  • Final worst path period need: around 6.1 ns
  • Fin. Hold Viols: 0
  • Final Slew Violations: 0
  • Setup violators final: 0
  • Tightest Pin Transition: around 0.21 ns
  • Final WS setup: ~1.9 ns
  • Maximum clock frequency: about 0.16 GHz
  • Hold_ws: 4.24 ns
  • RSZ-0062 raised after global routing: no
  • Max-slew headroom: a little under nine tenths

Routing
  • Drt first pass iters: 4
  • Vias/cell: 3.30
  • Final ANT Viol Nets: 0
  • # diodes: 0
  • Initial DRC Count: 13
  • Number of remaining DRC errors: 0
  • Vias post-DR: roughly 370
  • Wire length per cell: a little over 9 um
  • Final WL: about 1.1 mm

Placed design
  • Routability Congestion: about 0.82
  • # port buffers: 27
  • DP HPWL: about 970 um
  • Placement Setup Slack: 1.89 ns

Global route
  • Total global-route track usage: under 10%
  • Vias in the first global route: between 300 and 400
  • Gr ovfl total: 0
  • Initial antenna violation count: 0
  • First-pass GRT wire length: around 1.6 mm
  • Pin count of the biggest net entering global routing: 6

Cells and area
  • Share of post-route cells with drive strength above 1: 2.99%
  • FF/Latch Area: 0 um^2
  • Registers: 0
  • CLK BUF: 0
  • P&R area growth vs syn: 96.0%

Job
  • Maxcap violations: 0
  • Tool warnings: 34

CTS
  • Hold_buf cts: 0
  • Cells resized by post-CTS repair: 0
  • Postcts setup bufs: 0

Power
  • Leakage Power: just under 0.0003 uW
  • Power Density: around 74 nW/um^2
  • Peak VDD IR: roughly 0.027 mV

Min path
  • Hold Crit Class: in -> out

Worst setup path
  • Startpoint Class: primary input
  • Critical Path End Type: primary output
  • Setup CP Type: in -> out
  • Crit path DRT: 6.40 ns
  • Worst-path fanout max: 2
  • CP arrival: between 4 and 5 ns

Run status
  • Run status: completed
==> cell families (layout without fill, tap and decap cells) <==
family | count (synthesis) | count (layout) | share of synthesized area (%)
AND/OR/NAND/NOR | 3 | 3 | 5.13
XOR/XNOR | 5 | 5 | 12.8
buffers and inverters | 9 | 36 | 9.89
AND-OR/OR-AND | 11 | 11 | 22.0
multiplexers | 1 | 1 | 3.30
adder cells (fa/ha/maj) | 11 | 11 | 46.9
==> worst max-delay path, stage by stage <==
cell and delay [ns]:
clkdlybuf4s50_1 0.46, ha_1 0.30, and2b_1 0.15, o21a_1 0.19, a311o_2 0.42, a31oi_1 0.21, fa_1 0.46, mux2_2 0.23
clkdlybuf4s50_1 0.46
==> power breakdown <==
group	leakage [uW]	internal (uW)	switching (uW)
sequential	0	0	0
combinational	0.000298	34.0	15.5
clock	0	0	0
total	0.000298	34.0	15.5
==> cell type report <==
cell class	instances	area (um^2)
fill	374	2750
timing repair buffer	27	270
multi-input combinational	31	308
tap	46	57.6
inverter	9	33.8
==> final timing paths <==
check             start  endpoint  slack [ns]  cells after the start
hold / removal     Y[0]      S[0]        4.24                      5
setup / recovery   X[1]  overflow        1.92                      9
==> placed cells by master (no fill, tap or decap) <==
cell and instances:
xor2_1 2, a311o_2 1, a21oi_1 3, xnor2_1 3
nor2b_1 1, o21ai_0 1, o21bai_1 1, ha_1 8
inv_1 9, mux2_2 1, a31oi_1 1, nor2_1 1
clkdlybuf4s50_1 27, o21a_1 1, a21o_1 2, and2b_1 1
a211oi_1 1, fa_1 3
==> metrics by stage <==
step | instance area, um^2 | power [uW] | std cells | utilization (%)
floorplan | 342 | 18.3 | 40 | -
global placement | 669 | 49.9 | 113 | 19.6
detailed placement | 669 | 50.2 | 113 | 19.6
CTS | 669 | 50.6 | 113 | 19.6
global route | 669 | 55.2 | 113 | 19.6
finish | 669 | 49.5 | 113 | 19.6
==> layer usage <==
metal,global-route usage (%),vias up,routed length (um)
li1,-,187,-
met1,4.94,157,591
met2,2.81,29,258
met3,1.93,0,205
met4,0,0,0
met5,0,-,0
Power figures rest on the tool's default switching activity, not on a simulated workload.
